===== flow/run.sh =====
#!/bin/bash
# OpenROAD 26Q1-2900-gdf79404cd8, Yosys 0.63+post, stock flow scripts
make -C /OpenROAD-flow-scripts/flow DESIGN_CONFIG=/design/flow/config.mk WORK_HOME=/design/flow/orfs finish

===== flow/constraint.sdc =====
current_design MA_WB

set clk_period 1.0
set clk_io_pct 0.2

create_clock -name clk0 -period $clk_period [get_ports {clk}]

set non_clock_inputs [all_inputs -no_clocks]
set_input_delay [expr $clk_period * $clk_io_pct] -clock clk0 $non_clock_inputs
set_output_delay [expr $clk_period * $clk_io_pct] -clock clk0 [all_outputs]

===== flow/config.mk =====
export PLATFORM = sky130hd
export DESIGN_NAME = MA_WB
export DESIGN_NICKNAME = MA_WB
export VERILOG_FILES = /design/flow/design.v
export SDC_FILE = /design/flow/constraint.sdc
export NUM_CORES = 4
export LEC_CHECK = 1
export CORE_UTILIZATION = 30

===== flow/design.v =====
`timescale 1ns / 1ps
module MA_WB (
    input clk,rst,
    input wire[2:0] WB_M,
    input wire [31:0] ALUOutM,
    input wire [31:0] MEMOutM,
    input wire [31:0] inst_m,
    output reg[2:0] WB_W,
    output reg [31:0] ALUOutW,
    output reg [31:0] MEMOutW,
    output reg [31:0] inst_w
);
    always @(posedge clk or posedge rst) begin
        if (rst) begin
            WB_W <= 3'b0;
            ALUOutW <= 32'b0;
            MEMOutW <= 32'b0;
            inst_w <= 32'b0;
        end
        else begin
            WB_W <= WB_M;
            ALUOutW <= ALUOutM;
            MEMOutW <= MEMOutM;
            inst_w <= inst_m;
        end
    end
endmodule

==> run summary <==
Latest figures from synthesis and place and route.

The run finished, with violations left. The checks that failed: setup timing. The setup slack of the critical path after layout is -47.5 ps. The share of the core filled with cells is 55.8%. The period utilization is 105%. Once the floorplan was initialized, standard cells occupied 31.6% of the core. Entering global routing, the biggest net connects 53 pins. The TritonCTS buffer count is 9. Setup slack on the worst path after placement came out at -5.87 ps. The register share after synthesis is 99.8%. Synthesis produced 100 cells. The multi-input combinational cell count is 0. Total power normalized to cell area comes to 1770 mW/mm^2.

The share of synthesized area in the top cell type comes to 99.8%. Looking at the max-slew report, the worst-margin pin has a slew of 275 ps. The classification of the worst setup path is register to primary output.

The type of element capturing the critical path is a primary output. Setup repair after global routing could not meet its margin everywhere. In this design, the stage delay of the slowest critical-path cell is 380 ps. The number of cell instances after yosys synthesis is 100. The setup total negative slack is -2190 ps. Counting both buffers and inverters, the worst setup path holds a total of 1. The relative slew slack is 81.6%.

TritonCTS built the clock tree. The number of max-slew violations in the final report is 0. The overall routing resource usage is 14.6%.

The final weighted congestion recorded by global placement is 0.731. The number of violations of the max-capacitance limit is 0. Summing internal, switching and leakage power gives 0.00774 W. The number of antenna diodes in the final layout is 0.

The first global-routing pass estimated 9000 um of wire. The horizontal die dimension is 92.9 um. The number of remaining DRC errors is 0.

The number of warnings reported in the yosys synthesis log is 1. Looking at area per cell type in the netlist, the leader is sky130_fd_sc_hd__dfrtp_1. For the finished layout, the period the worst path requires is 1050 ps. The total of flip-flops plus latches after synthesis is 99. After detailed placement, the total cell area comes to 0.00464 sq mm. The HPWL after detailed placement is 4510 um. Buffers inserted to repair hold after CTS numbered 0. The die covers 0.00864 sq mm.

Per the repair_timing log after CTS, setup buffers inserted total 0. The root buffer cell chosen for the clock tree is sky130_fd_sc_hd__clkbuf_8. The signal on the critical path passes through buf_2. In this run the tool buffered the top-level ports with 199 buffer cells. The detailed-route wire length is 5950 um. The logic area is 0 sq um. The violation count after the first detailed-routing iteration is 36. Looking at the clock tree report, the H-tree level count equals 3. The number of warnings the tools reported is 28. After global routing, the most crowded layer is met2. The number of antenna violations at the first check in global routing came to 0. The first-pass detailed-route iteration total is 3. The largest voltage drop on the vdd net is 0.838 mV.

The worst setup path is launched from a register. The yosys synthesis chip area is 0.00248 sq mm. Relative to the synthesized area, the layout overhead comes to 76.6%.

By instance count after routing, the leading logic cell types are sky130_fd_sc_hd__clkdlybuf4s50_1 (100), sky130_fd_sc_hd__dfrtp_1 (99), sky130_fd_sc_hd__buf_2 (99). The core region is 0.00785 sq mm. The fraction of final layout cells sized beyond drive strength 1 is 37.2%. The highest clock rate is 0.955 GHz. The TritonCTS sink count is 99. Global routing consumed, on the met1 layer, 21.3% of the routing resources. The met3 capacity usage during global routing is 4.85%.

The synthesis report lists the most area-consuming cells as sky130_fd_sc_hd__dfrtp_1 (100%), sky130_fd_sc_hd__inv_1 (0.15%). The number of placement rows is 32. The leakage component of the power is 2.07 nW.

The vertical die dimension is 92.9 um. The number of setup violations in the final report is 99. According to the timing report, the data required time at the worst endpoint equals 800 ps.

Among logic cells in the layout, the one with the most instances is sky130_fd_sc_hd__clkdlybuf4s50_1. The depth of the critical timing path with buffers and inverters included is 1. Dividing the synthesized area by the synthesized cell count gives 24.8 sq um.

The number of nets with antenna violations after detailed routing is 0. The global routing report lists met2 layer usage as 22.3%. The hold path depth is 1. For this design, the slowest cell found on the critical path is sky130_fd_sc_hd__dfrtp_1. The mapped cell area is 0.00248 sq mm. 200 I/O pins were placed. The clock transition at the registers of the reported paths is 100 ps.

After routing the design area is 0.00438 sq mm. The wire length per cell after detailed routing is 14.2 um. The hold violation count in the final report is 0.

After global routing the overflow that remains totals 0. Using the TritonRoute via totals, the vias-per-cell ratio works out to 3.77. The arrival time of the worst setup path is 850 ps.

The class of the worst hold path is input pin to register. Counting distinct cell types in the post-synthesis netlist gives 2. The largest driver fanout on the critical path is 1. The kind of cell adding the most delay to the critical path is flip-flops. CTS reports a maximum clock tree buffer depth of 2. The routed layout has 1581 vias. The via count of the first global-routing pass is 1629.
## Yosys cell counts, drive strengths merged
master	number
inv	1
dfrtp	99
## worst paths after layout
check	start	end
hold / removal	ALUOutM[13]	ALUOutW[13]
setup / recovery	WB_W[2]	WB_W[2]
min in group asynchronous	rst	ALUOutW[23]
max in group asynchronous	rst	ALUOutW[18]
## stage by stage
step	hold slack (ps)	cells
after floorplan	231	100
after global placement	644	403
after detailed placement	648	403
after CTS	246	419
after global routing	239	419
final	269	419
## cell families after synthesis
logic type | synth area share, %
DFF | 99.8
buffers and inverters | 0.151
## routing by layer
| layer | vias up | routed length (um) |
|---|---|---|
| met5 | - | 0 |
| met2 | 99 | 2880 |
| met3 | 14 | 610 |
| li1 | 727 | - |
| met1 | 741 | 2300 |
| met4 | 0 | 154 |
## registers in the layout, indices dropped and copies added (netlist names)
signal	count
inst_w	32
WB_W	3
MEMOutW	32
ALUOutW	32
## power by group
| part | total [W] | switching (W) | internal (W) |
|---|---|---|---|
| clock network | 0.00286 | 0.00135 | 0.00151 |
| registers | 0.00424 | 0.0000400 | 0.00420 |
| logic | 0.000642 | 0.000162 | 0.000480 |
| total | 0.00774 | 0.00155 | 0.00619 |
## area by class of cell
cell class | instances | area (sq um)
inverters | 1 | 7.51
clock inverters | 6 | 95.1
well taps | 102 | 128
clock buffers | 10 | 138
repair buffers | 201 | 1540
flip-flops and latches | 99 | 2480
fillers | 678 | 3470
## timing repair
action	CTS	global route
pin swaps	0	0
gates resized	303	0
endpoints found under the setup margin	99	99
Power is estimated from default activity; no workload was simulated.
