===== flow/design.v =====
`timescale 1ns/1ps
module Forward_Unit (
    input wire[31:0] ID_EX_IR, EX_MA_IR, MA_WB_IR,
    input wire EX_MA_RegWr, EX_MA_MemtoReg, EX_MA_MemWr, ID_EX_MemWr, MA_WB_RegWr,
    output wire[1:0] ALUSrcA, ALUSrcB,
    output wire MemSrc
);
    wire [4:0] id_ex_rs = ID_EX_IR[25:21];
    wire [4:0] id_ex_rt = ID_EX_IR[20:16];
    wire [5:0] id_ex_opcode = ID_EX_IR[31:26];
    wire [4:0] ex_ma_rd;
    wire [5:0] ex_ma_opcode = EX_MA_IR[31:26];
    wire ex_ma_is_rtype = (ex_ma_opcode == 6'b000000);
    assign ex_ma_rd = ex_ma_is_rtype ? EX_MA_IR[15:11] : 
                     (ex_ma_opcode == 6'b000011) ? 5'b11111 : EX_MA_IR[20:16];
    wire [4:0] ma_wb_rd;
    wire [5:0] ma_wb_opcode = MA_WB_IR[31:26];
    wire ma_wb_is_rtype = (ma_wb_opcode == 6'b000000);
    assign ma_wb_rd = ma_wb_is_rtype ? MA_WB_IR[15:11] : 
                     (ma_wb_opcode == 6'b000011) ? 5'b11111 : MA_WB_IR[20:16];
    wire ex_ma_valid = EX_MA_RegWr && (ex_ma_rd != 5'b0) && !EX_MA_MemtoReg;
    wire ma_wb_valid = MA_WB_RegWr && (ma_wb_rd != 5'b0);
    reg [1:0] alu_src_a;
    assign ALUSrcA = alu_src_a;
    always @(*) begin
        alu_src_a = 2'b00;
        if (ex_ma_valid && (ex_ma_rd == id_ex_rs))
            alu_src_a = 2'b01;
        else if (ma_wb_valid && (ma_wb_rd == id_ex_rs))
            alu_src_a = 2'b10;
    end
    reg [1:0] alu_src_b;
    assign ALUSrcB = alu_src_b;
    wire alu_b_uses_imm;
    assign alu_b_uses_imm = 
        (id_ex_opcode == 6'b001000) ||   
        (id_ex_opcode == 6'b001100) ||   
        (id_ex_opcode == 6'b001101) ||   
        (id_ex_opcode == 6'b001010) ||   
        (id_ex_opcode == 6'b001110) ||   
        (id_ex_opcode == 6'b001111) ||   
        (id_ex_opcode == 6'b100011) ||   
        (id_ex_opcode == 6'b101011);     
    always @(*) begin
        if (alu_b_uses_imm) begin
            alu_src_b = 2'b11;   
        end
        else begin
            alu_src_b = 2'b00;   
            if (ex_ma_valid && (ex_ma_rd == id_ex_rt))
                alu_src_b = 2'b01;   
            else if (ma_wb_valid && (ma_wb_rd == id_ex_rt))
                alu_src_b = 2'b10;   
        end
    end
    reg mem_src;
    assign MemSrc = mem_src;
    always @(*) begin
        mem_src = 1'b0;
        if (ID_EX_MemWr) begin
            if (ex_ma_valid && (ex_ma_rd == id_ex_rt))
                mem_src = 1'b1;
            else if (ma_wb_valid && (ma_wb_rd == id_ex_rt))
                mem_src = 1'b1;
        end
    end
endmodule

===== flow/run.sh =====
#!/bin/bash
# OpenROAD 26Q1-2900-gdf79404cd8, Yosys 0.63+post, stock flow scripts
make -C /OpenROAD-flow-scripts/flow DESIGN_CONFIG=/design/flow/config.mk WORK_HOME=/design/flow/orfs finish

===== flow/config.mk =====
export PLATFORM = sky130hd
export DESIGN_NAME = Forward_Unit
export DESIGN_NICKNAME = Forward_Unit
export VERILOG_FILES = /design/flow/design.v
export SDC_FILE = /design/flow/constraint.sdc
export NUM_CORES = 4
export LEC_CHECK = 1
export CORE_AREA = 10 10 77 77
export DIE_AREA = 0 0 87 87

===== flow/constraint.sdc =====
current_design Forward_Unit

set clk_period 6.4
set clk_io_pct 0.2

create_clock -name clk0 -period $clk_period

set non_clock_inputs [all_inputs -no_clocks]
set_input_delay [expr $clk_period * $clk_io_pct] -clock clk0 $non_clock_inputs
set_output_delay [expr $clk_period * $clk_io_pct] -clock clk0 [all_outputs]

==> run summary <==
Via Count = 972
Fmax = 0.187 GHz
Core area = 4350 um^2
Most used cell along the critical path = clkdlybuf4s50_1
Clock power share = 0%
RSZ-0062 raised after global routing = no
Sw Pwr = 28.1 uW
Tool warnings = 81
Outcome = completed
Flop area = 0 um^2
Met2 WL = 1660 um
Die Ht = 87 um
Pre-CTS setup slack = 1.01 ns
DRT met1 WL = 1190 um
Top routing layer in use = met3
Post-route antenna net violation count = 0
Critical Path AT = 4.06 ns
Power per cell area = 57.4 nW/um^2
Initial antenna violation count = 0
Switching part of the total = 37.6%
Largest stage delay, worst path = 0.54 ns
Routed WL per cell = 15.3 um
Cell Type Count = 33
Worst path cell trace = clkdlybuf4s50_1 -> nor4_1 -> o21a_1 -> o22ai_1 -> a41o_1 -> or4_1 -> a21boi_1 -> clkdlybuf4s50_1
GRT Util Overall = 7.38%
Floorplan Utilization = 15.4%
Area share, top type = 12.1%
Max-cap violations = 0
Reg power frac = 0%
Remaining DRCs = 0
Port Buf Inserts = 57
Flop count = 0
Total Routed Length = 3080 um
CLK BUF = 0
Sequential element share of the synthesized area = 0%
Netlist Area Pre-Place = 672 um^2
Leak Pwr = 0.000429 uW
Layout area overhead = 93.5%
Hold buffers post-CTS = 0
Vias in the first global route = 1,000
Worst-Margin Slew = 0.507 ns
I/O pins = 106
Setup crit end kind = output pin
Gpl congestion = 0.829
Tmin final = 5.34 ns
Die X = 87 um
Share of layout cells above drive strength 1 = 9.33%
Total negative setup slack = 0 ns
Peak VDD IR = 0.0164 mV
Pint = 46.6 uW
Setup bufs post-CTS = 0
Final setup margin = 1.06 ns
Die ar. = 7570 um^2
Rel. slew slack = 65.9%
Largest net degree at the start of global routing = 11
Final core occ = 29.9%
Drt pass-1 iters = 4
Final setup viols = 0
Crit path kind = input port to output pin
Antenna cells = 0
DR iter-0 viols = 85
Slew Viols, Final = 0
Top cells by area = o22ai_1 (12%), xnor2_1 (10%), nor4_1 (6.5%), nand4b_1 (5.2%), or2_2 (4.7%)
Synth Warn # = 1
Required @ worst endpoint = 5.12 ns
Chip Area, Yosys = 672 um^2
Hpwl dp = 2810 um
Gate Count Post-Synth = 94
Num rows = 24
Vias/cell = 4.81
Total grt overflow = 0
Worst Setup Start Kind = input port
Most common cell in the netlist = o22ai_1
First-pass GRT wire length = 4640 um
Syn_area_per_cell = 7.15 um^2
Critical-path top delay cell = or4_1
Critical Path Fanout Max = 10
Post-cts sizing count = 0
Yosys cell count = 94
Comb pwr share = 100.0%
Commonest cells in the synthesized netlist = o22ai_1 (13), xnor2_1 (8), nor4_1 (7)
Class of the tightest hold or removal check = input port to output pin
Met3 WL = 229 um
Endpoints failing hold = 0
Cell taking the most area after synthesis = o22ai_1
Period Utilization, post-route = 83.5%
==> metal layers <==
metal  vias to the layer above  global-route usage (%)
met2                        30                    14.1
met5                         -                       0
li1                        503                       -
met3                         0                    2.26
met4                         0                       0
met1                       439                    8.15
==> cells by family (layout without fill, tap and decap cells) <==
logic type | after synthesis | in the layout | synth area share, %
xor+xnor | 8 | 8 | 10.4
buf+inv | 7 | 63 | 4.47
compound gates | 40 | 40 | 44.7
simple gates | 39 | 39 | 40.4
==> worst paths after layout <==
kind,start,endpoint,depth (start not counted)
max,MA_WB_IR[31],MemSrc,8
min,ID_EX_MemWr,MemSrc,3
==> cells in the final DEF, fill, tap and decap left out, drive strengths merged, types with 2 or more instances in the layout <==
master	netlist	routed
a21oi	5	5
a41o	2	2
and2	2	2
clkdlybuf4s50	0	57
inv	6	6
nand2	2	2
nand2b	3	3
nand4b	4	4
nor2	3	3
nor3	3	3
nor4	9	9
o21ai	5	5
o21bai	2	2
o221ai	3	3
o22ai	14	14
o32ai	3	3
or2	5	5
or3	4	4
or4	2	2
xnor2	8	8
==> through the flow <==
step | cell area [um^2] | total power [uW] | hold WS [ns] | std cells
finish | 1300 | 74.7 | 3.47 | 202
global route | 1300 | 80.7 | 3.51 | 202
CTS | 1300 | 74.9 | 3.49 | 202
detailed placement | 1300 | 74.5 | 3.48 | 202
global placement | 1300 | 74.5 | 3.48 | 202
floorplan | 672 | 28.7 | 2.65 | 94
==> layout make-up <==
| cell class | instances | area [um^2] |
|---|---|---|
| Tap cell | 52 | 65.1 |
| Fill cell | 456 | 3050 |
| Inverter | 6 | 22.5 |
| Timing Repair Buffer | 57 | 571 |
| Multi-Input combinational cell | 87 | 642 |
==> critical path, delay by kind of cell <==
family	cells	cell delay (ns)
AOI/OAI and AO/OA	4	1.00
buffers and inverters	2	0.88
and+or+nand+nor	2	0.90
==> power groups by stage <==
stage                 Clock (uW)  Sequential (uW)  Combinational, uW
after CTS                      0                0               74.9
after global routing           0                0               80.7
final                          0                0               74.7
Power is estimated from default activity; no workload was simulated.
