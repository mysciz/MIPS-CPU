[flow/config.mk]
export PLATFORM = sky130hd
export DESIGN_NAME = EX_MA
export DESIGN_NICKNAME = EX_MA
export VERILOG_FILES = /design/flow/design.v
export SDC_FILE = /design/flow/constraint.sdc
export NUM_CORES = 4
export LEC_CHECK = 1
export CORE_AREA = 10 10 201 201
export DIE_AREA = 0 0 211 211
[flow/constraint.sdc]
current_design EX_MA

set clk_period 1.0
set clk_io_pct 0.2

create_clock -name clk0 -period $clk_period [get_ports {clk}]

set non_clock_inputs [all_inputs -no_clocks]
set_input_delay [expr $clk_period * $clk_io_pct] -clock clk0 $non_clock_inputs
set_output_delay [expr $clk_period * $clk_io_pct] -clock clk0 [all_outputs]
[flow/design.v]
`timescale 1ns / 1ps
module EX_MA (
    input clk,rst,
    input [31:0] pc_jE,pc_iE,
    input zfE,
    input [31:0] ALUOutE,
    input [31:0] RtE,
    input [31:0] inst_e,
    input wire[2:0] WB_E,
    input wire[3:0] MA_E,
    output reg[31:0] pc_jM,pc_iM,
    output reg zfM,
    output reg[31:0] ALUOutM,
    output reg[31:0] RtM,
    output reg[31:0] inst_m,
    output reg[2:0] WB_M,
    output reg[3:0] MA_M
);
    always @(posedge clk or posedge rst) begin
        if (rst) begin
            pc_jM <= 32'b0;
            pc_iM <= 32'b0;
            zfM <= 1'b0;
            ALUOutM <= 32'b0;
            RtM <= 32'b0;
            inst_m <= 32'b0;
            WB_M <= 3'b0;
            MA_M <= 4'b0;
        end
        else begin
            pc_jM <= pc_jE;
            pc_iM <= pc_iE;
            zfM <= zfE;
            ALUOutM <= ALUOutE;
            RtM <= RtE;
            inst_m <= inst_e;
            WB_M <= WB_E;
            MA_M <= MA_E;
        end
    end
endmodule
[flow/run.sh]
#!/bin/bash
# OpenROAD 26Q1-2900-gdf79404cd8, Yosys 0.63+post, stock flow scripts
make -C /OpenROAD-flow-scripts/flow DESIGN_CONFIG=/design/flow/config.mk WORK_HOME=/design/flow/orfs finish
==> results.sh <==
# implementation run metrics
export IMPL_grt_pass1_wl_mm=34.87
export IMPL_fin_cells=1038
export IMPL_post_route_util_pct=23.11
export IMPL_cp_arrival_ps=970
export IMPL_finalCritPeriodShare_pct=117.4
export IMPL_worst_setup_path_type="reg -> out"
export IMPL_cts_tree="done"
export IMPL_layout_min_cycle_time_ps=1174
export IMPL_clkTransAtPathRegs_ps=80
export IMPL_core_area_um2=35740
export IMPL_max_freq_mhz=851.9
export IMPL_io_buffers=337
export IMPL_grt_overflow_total=0
export IMPL_syn_area_um2=4208
export IMPL_hold_violations=0
export IMPL_leakage_nw=3.731
export IMPL_finalSetupTns_ps=-19150
export IMPL_crit_family="flip-flops"
export IMPL_place_hpwl_mm=24.22
export IMPL_via_count=3127
export IMPL_grt_max_degree=25
export IMPL_routedWlPerCell_um=26.09
export IMPL_nFillCells=3835
export IMPL_cts_path_max_buffers=2
export IMPL_cp_start_kind="flop"
export IMPL_area_growth_pct=96.31
export IMPL_violations="negative setup slack"
export IMPL_worstMarginPinSlew_ps=295.1
export IMPL_pin_count=338
export IMPL_final_seq_area_um2=4204
export IMPL_rsz0062_at_grt="yes"
export IMPL_hp_class="in -> async"
export IMPL_crit_path_end_kind="output pin"
export IMPL_post_drt_via_cell_ratio=3.013
export IMPL_crit_fanout=1
export IMPL_status="finished, violations left"
export IMPL_cts_root_buffer="clkbuf_16"
export IMPL_grt_pass1_vias=3497
export IMPL_ys_types=2
export IMPL_ant_nets=0
export IMPL_drt_wl_total_mm=27.08
export IMPL_dp_cells=995
export IMPL_avgSynthCellArea_um2=24.90
export IMPL_layout_area_comb_um2=0
export IMPL_die_h_um=211
export IMPL_initialDrtViolationCount=110
export IMPL_drive_gt1_share_pct=40.46
export IMPL_slew_headroom_pct=80.26
export IMPL_p_total_mw=15.05
export IMPL_holdWs_ps=165.2
export IMPL_grt_use_total_pct=12.29
export IMPL_cp_required_ps=800
export IMPL_slew_viol_final=0
export IMPL_netlist_instances=169
export IMPL_fin_area_um2=8260
export IMPL_place_area_um2=8472
export IMPL_clkSinkCount=168
export IMPL_yosysCellCount=169
export IMPL_route_detailed_drc=0
export IMPL_cp_slowest_stage_delay_ps=400
export IMPL_fp_row_count=69
export IMPL_place_worst_setup_slack_ps=-61.37
export IMPL_finalSetupViolations=168
export IMPL_logic_gates=0
export IMPL_dieArea_um2=44520
export IMPL_irDropWorstVdd_mv=1.141
export IMPL_path_buffers=1
export IMPL_cts_htree_levels=4
export IMPL_cpMaxStageDelayCell="dfrtp_1"
export IMPL_tool_warnings=31
export IMPL_grt_antenna_before_repair=45
export IMPL_holdBufCountCts=0
export IMPL_ys_area_um2=4208
export IMPL_cts_setup_buffers=0
export IMPL_drv_cap=0
export IMPL_p_per_area_nw_per_um2=1822
export IMPL_yosys_warnings=1
export IMPL_numCtsBuffers=17
export IMPL_ys_ff=168
export IMPL_initCoreUtil_pct=11.77
export IMPL_fin_ws_ps=-173.9
export IMPL_yosysSeqAreaShare_pct=99.91
export IMPL_fp_dieW_um=211
export IMPL_firstDrtPassIters=4
export IMPL_worstPathCellList="buf_2"
export IMPL_gp_congestion=0.7754
per-layer routing:
layer | up-vias | wire, um | GRT usage, %
met2 | 285 | 9135 | 13.95
met5 | - | 220 | 0
met1 | 1449 | 12070 | 17.07
met4 | 34 | 187 | 0.7992
li1 | 1318 | - | -
met3 | 41 | 5469 | 11.40
power breakdown:
group          total (mW)  internal, mW  leakage (nW)  switching [mW]
Sequential           7.23          7.13          1.96          0.0973
Clock                6.42          3.32         0.273            3.10
Combinational        1.41         0.915          1.50           0.492
final cells by class:
cell class	instances	share of cell area (%)
Sequential cell	168	50.89
Timing Repair Buffer	365	34.64
Tap cell	461	6.983
Clock buffer	17	5.150
Clock inverter	15	1.909
Antenna cell	11	0.3332
Inverter	1	0.09088
timing repair:
action,in CTS,in global routing
endpoints found under the setup margin,168,168
pin swaps,0,0
endpoints found under the hold margin,0,0
resized,553,2
registers in the layout, summed over array words and instances (netlist names):
name,count
ALUOutM,32
RtM,32
inst_m,32
pc_iM,32
pc_jM,32
MA_M,4
WB_M,3
zfM,1
worst paths after layout:
check,cells after the start,end,slack (ps),start
min in group clk0,1,pc_jM[26],190,pc_jE[26]
worst min-delay path,3,pc_jM[9],170,rst
worst max-delay path,1,inst_m[6],-170,inst_m[6]
max in group asynchronous,4,pc_jM[29],500,rst
placed cells by master (no fill, tap or decap), drive strengths merged:
| master | count |
|---|---|
| clkinv | 6 |
| clkbuf | 17 |
| clkdlybuf4s50 | 169 |
| inv | 5 |
| dfrtp | 168 |
| clkinvlp | 5 |
| diode | 11 |
| buf | 196 |
cell usage after synthesis:
master / n / share of area, %
inv_1: 1 / 0.089
dfrtp_1: 168 / 100
kinds of logic (layout without fill, tap and decap cells):
group | after synthesis | in the layout | share of synthesized area, %
buffers and inverters | 1 | 398 | 0.08912
flip-flops | 168 | 168 | 99.91
other | 0 | 11 | 0
worst min-delay path: stages:
cell and delay (ps):
clkdlybuf4s50_1 450, clkinvlp_4 130, buf_12 160
Power figures rest on the tool's default switching activity, not on a simulated workload.
